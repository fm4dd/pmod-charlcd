$ cat /design/flow/run.sh
#!/bin/bash
# OpenROAD 26Q1-2900-gdf79404cd8, Yosys 0.63+post, stock flow scripts
make -C /OpenROAD-flow-scripts/flow DESIGN_CONFIG=/design/flow/config.mk WORK_HOME=/design/flow/orfs finish
$ cat /design/flow/config.mk
export PLATFORM = sky130hd
export DESIGN_NAME = display
export DESIGN_NICKNAME = display
export VERILOG_FILES = /design/flow/design.v
export SDC_FILE = /design/flow/constraint.sdc
export NUM_CORES = 4
export LEC_CHECK = 1
export CORE_UTILIZATION = 30
$ cat /design/flow/constraint.sdc
current_design display

set clk_period 3.3
set clk_io_pct 0.2

create_clock -name clk0 -period $clk_period [get_ports {clk}]

set non_clock_inputs [all_inputs -no_clocks]
set_input_delay [expr $clk_period * $clk_io_pct] -clock clk0 $non_clock_inputs
set_output_delay [expr $clk_period * $clk_io_pct] -clock clk0 [all_outputs]
$ cat /design/flow/design.v
module debounce(
  input btn,
  input clk,
  output reg btn_state,
  output btn_down,
  output btn_up
);
reg btn_sync_0;
always @(posedge clk) btn_sync_0 <= ~btn;   
reg btn_sync_1;
always @(posedge clk) btn_sync_1 <= btn_sync_0;
reg [15:0] btn_cnt;
wire btn_idle = (btn_state==btn_sync_1);
wire btn_cnt_max = &btn_cnt;	            
always @(posedge clk)
if(btn_idle) btn_cnt <= 0;                  
else
begin
  btn_cnt <= btn_cnt + 16'd1;               
  if(btn_cnt_max) btn_state <= ~btn_state;  
end
assign btn_down = ~btn_idle & btn_cnt_max & ~btn_state;
assign btn_up   = ~btn_idle & btn_cnt_max &  btn_state;
endmodule
module display(
  input clk,
  input rst, 
  output lcd_rs,
  output lcd_en,
  input  lcd_rw,
  output [7:0] lcd_d,
  output [7:0] led
);
parameter BTNSTATE1 = 2'b01,
          BTNSTATE2 = 2'b10;
reg [1:0] btnstate;
reg [1:0] btnnext;
initial btnstate = BTNSTATE1;
initial btnnext = BTNSTATE1;
assign led[7:6] = btnstate;  
reg btn0;
wire btn0_down;
wire btn0_up;
debounce d0 (rst, clk, btn0, btn0_down, btn0_up);
always@(posedge clk)
begin
   btnstate <= btnnext;
   if(btn0_down) btnnext=~btnstate;
end
reg [7:0] data_reg, data_next;
reg [2:0] state_reg, state_next;
reg [7:0] count_reg, count_next;
reg cd_next, cd_reg;
reg d_start_reg, d_start_next;
wire done_tick;
reg lcd_busy;
localparam [2:0] INIT   = 3'b000,  
		 IDLE 	= 3'b001,
		 SEND	= 3'b010,
		 FIN 	= 3'b011,
		 CLS 	= 3'b100;
initial state_reg = INIT;
reg [0:4*8-1] initm;
initial initm = { 8'h38,     
                  8'h06,     
                  8'h0c,     
                  8'h01 };   
reg [0:33*8-1] line1;
initial line1 = { "Hello World FPGA", 8'hc0,
                  "ULX3S LCD: ready" };
lcd_transmit t1(data_reg, clk, rst, d_start_reg, cd_reg, lcd_d, lcd_rs, lcd_en, done_tick);
always @(posedge clk)
begin
    state_reg   <= state_next;
    count_reg   <= count_next;
    data_reg    <= data_next;
    cd_reg      <= cd_next;
    d_start_reg <= d_start_next;
end
always @(*)
begin
  state_next = state_reg;
  count_next = count_reg;
  cd_next = cd_reg;
  d_start_next = d_start_reg;
  case(state_reg)
    INIT:                             
    begin                             
      led[5:0] = 6'b000001;        
      data_next <= initm[count_reg*8+7:count_reg*8];   
      d_start_next = 1'b1;            
      cd_next = 0;                    
      if(done_tick) begin             
        d_start_next = 0;             
        count_next = count_reg+1'b1;  
        if(count_reg > 8'd4)          
          state_next = FIN;           
      end
    end
    IDLE:                             
    begin                             
      count_next = 0;                 
      d_start_next = 1'b0;            
      led[5:0] = 6'b000010;        
      if(btnstate == BTNSTATE1)
         state_next = CLS;            
      if(btnstate == BTNSTATE2)
         state_next = SEND;           
    end
    SEND:                             
    begin                             
      led[5:0] = 6'b000100;        
      data_next = line1[count_reg*8+7:count_reg*8];   
      if(data_next == 8'hc0)          
        cd_next = 0;                  
      else cd_next = 1;               
      d_start_next = 1'b1;            
      if(done_tick) begin             
        d_start_next = 0;             
        count_next = count_reg+1'b1;  
        if(count_reg > 8'd32)         
          state_next = FIN;           
      end
    end
    FIN:                              
    begin                             
      led[5:0]    = 6'b001000;     
      data_next = 8'h80;              
      cd_next = 0;                    
      d_start_next = 1;               
      if(done_tick) begin             
        d_start_next = 0;             
        data_next    <= 0;
        cd_next      <= 0;
        state_next = IDLE;            
      end
    end
    CLS:                              
    begin                             
      led[5:0] = 6'b010000;        
      data_next = 8'h01;              
      cd_next = 0;                    
      d_start_next = 1;               
      if(done_tick) begin             
        d_start_next = 0;             
        state_next = IDLE;            
      end
    end
  endcase
end
endmodule
module lcd_transmit (
  input [7:0] data,			
  input clk, rst, start, cd,	
  output reg [7:0] lcd_data,
  output rs, en, 
  output reg done_tick
);
localparam [2:0] idle  = 3'b000,
                 load  = 3'b001,
                 wait1 = 3'b010,  
                 wait2 = 3'b011,  
                 done  = 3'b100;
reg [2:0] state_reg,state_next;
reg [15:0] count_reg;
wire [15:0] count_next;
reg [7:0] lcd_data_reg; 
reg [7:0] lcd_data_next;
reg rs_reg, rs_next, en_reg, en_next, c_load_reg, c_load_next;
wire c_1ms, c_h1ms;
always @(posedge clk or negedge rst)
begin
  if(!rst) begin
    state_reg    <= idle;
    c_load_reg   <= 0;
    en_reg       <= 0;
    rs_reg       <= 0;
    lcd_data_reg <= 0;
    count_reg    <= 0;
  end
  else begin
       state_reg <= state_next;
      c_load_reg <= c_load_next;
          en_reg <= en_next;
          rs_reg <= rs_next;
    lcd_data_reg <= lcd_data_next;
       count_reg <= count_next;
  end
end
assign count_next = (c_load_reg)?(count_reg + 1'b1):16'd0;
assign c_1ms = (count_reg == 16'd2500);  
assign c_h1ms = (count_reg == 16'd1250);  
always @*
begin
  state_next    = state_reg;
  rs_next       = rs_reg;
  en_next       = en_reg;
  lcd_data_next = lcd_data_reg;
  done_tick     = 0;
  c_load_next   = c_load_reg;
  case(state_reg)
    idle:
    begin
      if(start) state_next = load;
    end
    load:                   
    begin                   
      state_next    = wait1;
      lcd_data_next = data;
      rs_next       = cd;
    end
    wait1:                  
    begin                   
      c_load_next   = 1;    
      en_next = 1;
      if(c_1ms) begin
        state_next  = wait2;
        en_next     = 0;
        c_load_next = 0;   
      end
    end
    wait2:                   
    begin                    
      c_load_next   = 1;     
      if(c_h1ms) begin
        state_next  = done;
        c_load_next = 0;    
      end
    end
    done:                    
    begin                    
      done_tick    = 1;
      state_next   = idle;
    end
  endcase
  lcd_data = lcd_data_reg;	 
end
assign en = en_reg;
assign rs = rs_reg;
endmodule
==> flow_summary.ini <==
; implementation run metrics
[clocking]
post_cts_resize_count = 0
cts.repair_timing.setup_buffer_count = 0
clock_tree.htree_level_count = 3
cts.reportedPaths.clkPinSlew_ns = 0.07
clock_latency_ns = 0.33
clk_root_buffer_cell = clkbuf_16
number_of_buffers_added_by_the_clock_tree_synthesis_step = 9
clk_path_buf_depth = 2
cts-hold-fix-buffers = 0
cts_tree = built

[worst_setup_path]
crit_buf_inv = 2
critical_path.endpoint_type = flip-flop
worst_path_largest_cell_delay_ns = 0.78
timing.setup.critical_path_class = flip-flop to flip-flop
timing.critical_path.slowest_stage_cell = ha_1
cp.required_ns = 3.46
critical-path-top-delay-family = adder cells
cell_depth_of_the_worst_setup_path = 7
critical_path.startpoint_type = flip-flop
cp_cell_sequence = inv_1, ha_1, clkinv_1, nand2_1, nor2_1, nand3_1, nor3b_1
worst-path-max-fanout = 22
critPathArrivalTime_ns = 3.04
worstRegToRegCells = 7

[die]
die.size.y_um = 124
io_pins = 21
placementRows = 44
fp-utilization_pct = 30.7
die-area_um2 = 15300
die_w_um = 124
core_region_area_um2 = 14500

[final_timing]
timing.fmax_mhz = 347
grt_setup_unrepaired = false
finClkSkew_ns = 0.00793
slew_headroom_pct = 49.1
timing.final.hold_violations = 0
worst_pin_slew_ns = 0.760
final_period_minus_worst_setup_slack_ns = 2.88
final-setup-viol-count = 0
maxSlewViolCount = 0
unclocked_regs = 13
tns_ns = 0
untimed_endpoints = 26
finalCritPeriodShare_pct = 87.3

[final_layout]
final-seq-area_um2 = 2040
syn2layout_area_growth_pct = 15.1
filler_cell_count = 1390
drive_above_1_share_pct = 9.78
final_core_util_pct = 35.3
comb_area_um2 = 2220

[synth]
ys_ff = 89
synthArstFlopShare_pct = 36.0
yosys_cells = 472
yosys.stat.chipArea_um2 = 4440
netlist_instances = 472
edf_count = 16
ys_warn_count = 8
syn_area_per_cell_um2 = 9.41
synthDistinctLibCells = 70
yosys_most_used_dff = dfrtp_1
topCellsByArea = dfrtp_1 (17%), dfxtp_1 (13%), edfxtp_1 (11%), dlxtn_1 (4.4%), nor2_1 (3.9%)
top_area_share_pct = 17.5
synth.most_common_cell = nor2_1
yosys.area.top_type = dfrtp_1
synthesis.area_um2 = 4440
top_cells_by_count = nor2_1 (46), nand2_1 (38), dfrtp_1 (31)

[placement]
globalplace.congestion = 0.951
dp_hpwl_um = 6080
port_buffers = 18

[global_routing]
global_route.usage.total_pct = 12.3
grt_pass1_vias = 3004
overflow = 0
grt_max_degree = 30
grt_antenna_before_repair = 0
grt_pass1_wl_um = 14700

[power]
internal-power_mw = 1.53
p_seq_share_pct = 49.3
share_clk_of_total_power_pct = 49.7
vdd.ir_drop.worst_mv = 0.216
power.switching_fraction_pct = 21.3
cellPowerDensity_nw_per_um2 = 380
power_switching_mw = 0.413
pwr-share-comb_pct = 1.0
static-leakage-power_nw = 2.06

[route]
detail-route-antenna-nets = 0
drt_wl_total_um = 8760
post_drt_wl_per_cell_um = 13.0
drtIter0Drc = 236
remaining_drc_errors = 0
drtPass1Iterations = 4
antenna_cells_inserted = 0
vias_per_cell = 4.88
routed-via-count = 3296

[run]
cap_viol_max_count = 0
stage_log_warnings = 32

[min_path]
min_path_cells = 0
min_path_type = flip-flop to flip-flop

[outcome]
outcome = finished clean
## final timing paths
kind                                     from               end  slack (ns)
max in group asynchronous                 rst  t1.count_reg[13]        1.86
worst min register to register  d0.btn_sync_0     d0.btn_sync_1        0.33
worst max register to register   count_reg[1]            cd_reg        0.42
min in group asynchronous                 rst   t1.state_reg[4]        0.74
worst max-delay path             count_reg[1]            cd_reg        0.42
worst min-delay path            d0.btn_sync_0     d0.btn_sync_1        0.33
## stage by stage
step           hold WS (ns)  instances  total power, mW  worst slack (ns)  instance area (um^2)
4_1_cts               0.339        675             1.97             0.465                  5110
5_1_grt               0.350        675             2.02             0.136                  5110
6_report              0.332        675             1.94             0.418                  5110
3_3_place_gp          0.319        659            0.996             0.594                  4810
2_1_floorplan         0.310        472            0.985             0.807                  4440
3_5_place_dp          0.316        659            0.997             0.484                  4810
## layout make-up
type | instances | area share, %
clock buffers | 10 | 4.89
clock inverters | 6 | 0.979
inverters | 21 | 1.54
multi-input cells | 339 | 43.5
flip-flops and latches | 89 | 39.9
well taps | 184 | 4.50
repair buffers | 26 | 4.70
## per-layer routing
layer / GRT usage [%] / wire length, um / vias up
met1: 19.6 / 4500 / 1510
met2: 17.4 / 3630 / 81
li1: - / - / 1694
met3: 2.76 / 474 / 11
met5: 0 / 0 / -
met4: 2.18 / 162 / 0
## cells by family (layout without fill, tap and decap cells)
| family | count (synthesis) | in the layout | synth area share, % |
|---|---|---|---|
| compound gates | 83 | 83 | 12.7 |
| xor+xnor | 38 | 38 | 7.66 |
| fa+ha+maj | 12 | 12 | 3.32 |
| buf+inv | 44 | 63 | 4.05 |
| flops | 76 | 76 | 41.5 |
| latches | 13 | 13 | 4.39 |
| mux | 15 | 15 | 3.97 |
| other cells | 1 | 1 | 0.0844 |
| simple gates | 190 | 190 | 22.3 |
## power by group through the flow
stage / clock, mW / combinational, mW / sequential [mW]
after global routing: 1.04 / 0.0231 / 0.958
after CTS: 0.988 / 0.0201 / 0.958
final: 0.965 / 0.0191 / 0.958
## layout by cell type, fill, tap and decap left out, drive strengths merged, types with 5 or more instances in the layout
| master | netlist | routed |
|---|---|---|
| buf | 9 | 8 |
| nand4 | 9 | 9 |
| a211oi | 6 | 6 |
| mux2 | 11 | 11 |
| and2 | 17 | 17 |
| ha | 11 | 11 |
| o21ai | 19 | 19 |
| or3 | 8 | 8 |
| nor2b | 11 | 11 |
| nand2 | 38 | 38 |
| nand2b | 5 | 5 |
| dfrtp | 31 | 31 |
| nor3b | 5 | 5 |
| nor2 | 46 | 46 |
| a21oi | 19 | 19 |
| edfxtp | 16 | 16 |
| nor3 | 14 | 14 |
| dfxtp | 28 | 28 |
| dlxtn | 13 | 13 |
| clkdlybuf4s50 | 0 | 18 |
| clkbuf | 14 | 10 |
| inv | 20 | 25 |
| nand3 | 13 | 13 |
| xnor2 | 19 | 19 |
| xor2 | 19 | 19 |
No activity file was given, so power comes from the tool's default toggle rates.
