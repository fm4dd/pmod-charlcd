==> flow/run.sh <==
#!/bin/bash
# OpenROAD 26Q1-2900-gdf79404cd8, Yosys 0.63+post, stock flow scripts
make -C /OpenROAD-flow-scripts/flow DESIGN_CONFIG=/design/flow/config.mk WORK_HOME=/design/flow/orfs finish
==> flow/config.mk <==
export PLATFORM = sky130hd
export DESIGN_NAME = hexdigit
export DESIGN_NICKNAME = hexdigit
export VERILOG_FILES = /design/flow/design.v
export SDC_FILE = /design/flow/constraint.sdc
export NUM_CORES = 4
export LEC_CHECK = 1
export CORE_AREA = 10 10 70 70
export DIE_AREA = 0 0 80 80
==> flow/constraint.sdc <==
current_design hexdigit

set clk_period 1.6
set clk_io_pct 0.2

create_clock -name clk0 -period $clk_period

set non_clock_inputs [all_inputs -no_clocks]
set_input_delay [expr $clk_period * $clk_io_pct] -clock clk0 $non_clock_inputs
set_output_delay [expr $clk_period * $clk_io_pct] -clock clk0 [all_outputs]
==> flow/design.v <==
module hexdigit(
  input wire [4:0] in,
  input wire dp,
  output reg [7:0] out
  );
always @* begin
  out = 8'b11111111;
  case(in)
    4'h0: begin  
      out[7] = 1'b1;
      out[6] = 1'b0;
      out[5] = 1'b0;
      out[4] = 1'b0;
      out[3] = 1'b0;
      out[2] = 1'b0;
      out[1] = 1'b0;
      out[0] = ~dp;
    end
    4'h1: begin  
      out[7] = 1'b1;
      out[6] = 1'b1;
      out[5] = 1'b1;
      out[4] = 1'b1;
      out[3] = 1'b0;
      out[2] = 1'b0;
      out[1] = 1'b1;
      out[0] = ~dp;
    end
    4'h2: begin  
      out[7] = 1'b0;
      out[6] = 1'b1;
      out[5] = 1'b0;
      out[4] = 1'b0;
      out[3] = 1'b1;
      out[2] = 1'b0;
      out[1] = 1'b0;
      out[0] = ~dp;
    end
    4'h3: begin  
      out[7] = 1'b0;
      out[6] = 1'b1;
      out[5] = 1'b1;
      out[4] = 1'b0;
      out[3] = 1'b0;
      out[2] = 1'b0;
      out[1] = 1'b0;
      out[0] = ~dp;
    end
     4'h4: begin  
      out[7] = 1'b0;
      out[6] = 1'b0;
      out[5] = 1'b1;
      out[4] = 1'b1;
      out[3] = 1'b0;
      out[2] = 1'b0;
      out[1] = 1'b1;
      out[0] = ~dp;
    end
    4'h5: begin  
      out[7] = 1'b0;
      out[6] = 1'b0;
      out[5] = 1'b1;
      out[4] = 1'b0;
      out[3] = 1'b0;
      out[2] = 1'b1;
      out[1] = 1'b0;
      out[0] = ~dp;
    end
    4'h6: begin  
      out[7] = 1'b0;
      out[6] = 1'b0;
      out[5] = 1'b0;
      out[4] = 1'b0;
      out[3] = 1'b0;
      out[2] = 1'b1;
      out[1] = 1'b0;
      out[0] =  ~dp;
    end
    4'h7: begin  
      out[7] = 1'b1;
      out[6] = 1'b1;
      out[5] = 1'b1;
      out[4] = 1'b1;
      out[3] = 1'b0;
      out[2] = 1'b0;
      out[1] = 1'b0;
      out[0] =  ~dp;
    end
    4'h8: begin  
      out[7] = 1'b0;
      out[6] = 1'b0;
      out[5] = 1'b0;
      out[4] = 1'b0;
      out[3] = 1'b0;
      out[2] = 1'b0;
      out[1] = 1'b0;
      out[0] =  ~dp;
    end
    4'h9: begin  
      out[7] = 1'b0;
      out[6] = 1'b0;
      out[5] = 1'b1;
      out[4] = 1'b0;
      out[3] = 1'b0;
      out[2] = 1'b0;
      out[1] = 1'b0;
      out[0] =  ~dp;
    end
    4'ha: begin  
      out[7] = 1'b0;
      out[6] = 1'b0;
      out[5] = 1'b0;
      out[4] = 1'b1;
      out[3] = 1'b0;
      out[2] = 1'b0;
      out[1] = 1'b0;
      out[0] =  ~dp;
    end
    4'hb: begin  
      out[7] = 1'b0;
      out[6] = 1'b0;
      out[5] = 1'b0;
      out[4] = 1'b0;
      out[3] = 1'b0;
      out[2] = 1'b1;
      out[1] = 1'b1;
      out[0] =  ~dp;
    end
    4'hc: begin  
      out[7] = 1'b1;
      out[6] = 1'b0;
      out[5] = 1'b0;
      out[4] = 1'b0;
      out[3] = 1'b1;
      out[2] = 1'b1;
      out[1] = 1'b0;
      out[0] =  ~dp;
    end
    4'hd: begin  
      out[7] = 1'b0;
      out[6] = 1'b1;
      out[5] = 1'b0;
      out[4] = 1'b0;
      out[3] = 1'b0;
      out[2] = 1'b0;
      out[1] = 1'b1;
      out[0] =  ~dp;
    end
    4'he: begin  
      out[7] = 1'b0;
      out[6] = 1'b0;
      out[5] = 1'b0;
      out[4] = 1'b0;
      out[3] = 1'b1;
      out[2] = 1'b1;
      out[1] = 1'b0;
      out[0] =  ~dp;
    end
    4'hf: begin  
      out[7] = 1'b0;
      out[6] = 1'b0;
      out[5] = 1'b0;
      out[4] = 1'b1;
      out[3] = 1'b1;
      out[2] = 1'b1;
      out[1] = 1'b0;
      out[0] =  ~dp;
    end
    5'b10000: out = 8'b00000000;  
    5'b10001: out = 8'b01111111;  
    5'b10010: out = 8'b11101111;  
    5'b10011: out = 8'b00100101;  
    default: out = 8'b11111111;
  endcase
end
endmodule
==> Changelog: implementation <==
## Flow update

- Yosys cell count: ~53
- Avg Cell Area, Syn: 6.705 sq um
- P_leak: 0.2666 nW
- PD cells: roughly 260 mW/mm^2
- Fin crit period: 1.550 ns
- Power consumption: 0.1693 mW
- Max_cap viols: 0
- # fillers: 379
- Fin cells: 121
- Via density: 3.917
- Final Util: 19.08%
- Detailed Place HPWL: 855.8 um
- Logic area: 340.3 sq um
- WS Path Type: input pin to output port
- Wire length per cell: 10.64 um
- Gpl congestion: 0.8201
- Die width: 80 um
- Layout cell share with drive strength beyond 1: 50.67%
- Hold Violations, Final: 0
- CP startpoint kind: input pin
- Overflow after GRT: 0
- Crit end category: output port
- Core Footprint: 0.003416 sq mm
- Hold Path Class: input pin to output port
- # setup viols final: 0
- Sequential cell area: 0 sq um
- Placed cell count: 116
- # diodes: 0
- Antenna violations before repair: 0
- Hold buffers post-CTS: 0
- # rows: 21
- Iteration tally of the first detailed-router pass: 4
- Met2 Use GR: approximately 6.3%
- Routed wire length: approximately 1300 um
- DRC: 0
- RSZ-0062 raised after global routing: no
- Sequential area share after synthesis: 0%
- Synth warnings: 1
- DRT antenna net count: 0
- Total track usage: 3.348%
- Chip area: 0.006400 sq mm
- Initial Util: 10.40%
- Final Max Slew Viols: 0
- First-pass GRT wire length: 1918 um
- Number of library cell types mapped by synthesis: 31
- Slew margin rel.: 86.24%
- Outcome: finished clean
- Initial drt markers: 27
- FMAX: between 0.6 and 0.7 GHz
- YS chip area: 355.3 sq um
- Num ports: 14
- Largest net degree at the start of global routing: 10
- Req. time, crit path: roughly 1.3 ns
- Cells after Synth: 53
- Tool warnings: 33
- Final-layout clock buffer total: 0
- Post-Syn Area: between 300 and 400 sq um
- Worst Max-Slew Pin Slew: 0.2056 ns
- Worst EP arrival: 1.23 ns
- Layout area overhead: 83.45%
- Final period util: 96.90%
- Placement Setup Slack: -0.7875 ns
- Maximum VDD drop: 0.03549 mV
- DR vias: 474
- Sequential cell count: 0
- Met3 GRT Util: 0.5682%
- Most Crowded Layer GR: met2
- Setup ws final: 0.04966 ns
- Die height: approximately 80 um
- Met1 usage: 4.021%
- Vias in the first global route: about 420
- CP max FO: 8
- Fin Hold WS: 1.026 ns
- Port Buffer Count: 14
## path summary, 6_finish.rpt
check / from / to / slack (ns) / cells past startpoint
worst max-delay path: in[0] / out[6] / 0.05 / 5
worst min-delay path: in[1] / out[3] / 1.03 / 4
## where the power goes
group | leakage, nW | internal [mW] | switching [mW] | total (mW)
Combinational | 0.267 | 0.0947 | 0.0746 | 0.169
Sequential | 0 | 0 | 0 | 0
Clock | 0 | 0 | 0 | 0
## layout make-up
type / count / area share (%)
inverters: 2 / 1.152
multi-input cells: 43 / 52.21
well taps: 46 / 8.829
repair buffers: 30 / 37.81
## Yosys cell counts, types with 2 or more instances
cell	number	area [sq um]
a21oi_1	5	25.02
buf_2	4	20.02
nor2b_1	4	25.02
o21ai_0	4	20.02
buf_6	3	33.78
nand2b_1	3	18.77
nand3_1	3	15.01
a31oi_1	2	12.51
nand2_1	2	7.510
nor2_1	2	7.510
## routing by layer
metal / vias up / wire [um]
li1: 241 / -
met1: 227 / 605
met2: 6 / 609
met3: 0 / 72
met4: 0 / 0
met5: - / 0
## worst max-delay path, cell delays in order
cell	delay, ns
buf_4	0.14
buf_6	0.14
o211a_1	0.22
o211ai_1	0.18
dlygate4sd2_1	0.23
## logic make-up (layout without fill, tap and decap cells)
family / Yosys count / after routing / synth area share (%)
buffers and inverters: 10 / 32 / 19.36
AOI/OAI and AO/OA: 21 / 21 / 41.20
xor gates and xnor gates: 2 / 2 / 4.930
and+or+nand+nor: 19 / 19 / 31.69
muxes: 1 / 1 / 2.817
## metrics by stage
| step | setup TNS (ns) | area, sq um |
|---|---|---|
| 2_1_floorplan | 0 | 355.3 |
| 3_3_place_gp | -5.674 | 574.3 |
| 3_5_place_dp | -5.871 | 574.3 |
| 4_1_cts | -0.07262 | 630.6 |
| 5_1_grt | 0 | 651.9 |
| 6_report | 0 | 651.9 |
## cell usage in the layout (no fill, tap or decap), types with 2 or more instances in the layout
cell type | Yosys | layout
buf_4 | 1 | 12
buf_6 | 3 | 7
buf_2 | 4 | 5
a21oi_1 | 5 | 4
nor2b_1 | 4 | 3
nand3_1 | 3 | 3
o21ai_0 | 4 | 3
nor2_1 | 2 | 2
a31oi_1 | 2 | 2
nand2b_1 | 3 | 2
nand2_1 | 2 | 2
clkbuf_2 | 0 | 2
dlygate4sd2_1 | 0 | 2
## timing repair
item / CTS / global route
gates cloned: 0 / 0
pin swaps: 7 / 6
resized: 53 / 12
endpoints found under the setup margin: 8 / 6
buffers inserted: 4 / 2
No activity file was given, so power comes from the tool's default toggle rates.
